--- flow/constraint.sdc ---
current_design async_fifo

set clk_period 4.2
set clk_io_pct 0.2

create_clock -name clk0 -period $clk_period [get_ports {rclk}]
create_clock -name clk1 -period $clk_period [get_ports {wclk}]

set non_clock_inputs [all_inputs -no_clocks]
set_input_delay [expr $clk_period * $clk_io_pct] -clock clk0 $non_clock_inputs
set_output_delay [expr $clk_period * $clk_io_pct] -clock clk0 [all_outputs]
--- flow/run.sh ---
#!/bin/bash
# OpenROAD 26Q1-2900-gdf79404cd8, Yosys 0.63+post, stock flow scripts
make -C /OpenROAD-flow-scripts/flow DESIGN_CONFIG=/design/flow/config.mk WORK_HOME=/design/flow/orfs finish
--- flow/config.mk ---
export PLATFORM = sky130hd
export DESIGN_NAME = async_fifo
export DESIGN_NICKNAME = async_fifo
export VERILOG_FILES = /design/flow/design.v
export SDC_FILE = /design/flow/constraint.sdc
export NUM_CORES = 4
export LEC_CHECK = 1
export CORE_UTILIZATION = 30
--- flow/design.v ---
`timescale 1ns / 1ps
module async_fifo
#(parameter addr_size=4, data_size=8)
(
input wclk,winc,wrst,
input rclk,rinc,rrst,
input [data_size-1:0] w_data,
output rempty,wfull,
output reg[data_size-1:0] r_data
);
wire [addr_size-1:0] waddr,raddr;
wire [addr_size:0] wptr,rptr;
reg [addr_size:0] w_sync,r_sync;
reg [data_size-1:0]mem [2**addr_size-1:0];
reg [addr_size:0] r_sync_temp;
reg [addr_size:0] w_sync_temp;
always @(posedge rclk)
begin
if(rinc&(~rempty))
r_data<=mem[raddr];
end
always @(posedge wclk)
begin
if(winc&(~wfull))
mem[waddr]<=w_data;
end
always @ (posedge wclk)
begin
if(!wrst)
begin
r_sync_temp<=0;
r_sync<=0;
end
else
begin
r_sync_temp<=rptr;
r_sync<=r_sync_temp;
end
end
always @(posedge rclk)
begin
if(!rrst)
begin
w_sync_temp<=0;
w_sync<=0;
end
else
begin
w_sync_temp<=wptr;
w_sync<=w_sync_temp;
end
end
empty_r emp(.rclk(rclk),.rrst(rrst),.rinc(rinc),.w_sync(w_sync),.rempty(rempty),
.rptr(rptr),.raddr(raddr));
full_w ful(.wclk(wclk),.wrst(wrst),.winc(winc),.r_sync(r_sync),.wfull(wfull),
.wptr(wptr),.waddr(waddr));
endmodule
`timescale 1ns / 1ps
module empty_r
#(parameter addr_size=4)
(
input rclk,rrst,rinc,
input [addr_size:0] w_sync,
output reg rempty,
output reg [addr_size:0] rptr,
output  [addr_size-1:0] raddr
);
reg [addr_size:0] rbin;
wire [addr_size:0] rbnext,rgnext;
assign raddr=rbin[addr_size-1:0];
assign rbnext=rbin+(rinc&(~rempty));
assign rgnext=(rbnext>>1)^(rbnext);
assign empty_val=(rgnext==w_sync);
always @(posedge rclk)
begin
if(!rrst)
begin
rbin<=0;
rptr<=0;
end
else
begin
rbin<=rbnext;
rptr<=rgnext;
end
end
always @(posedge rclk)
begin
if(!rrst)
rempty<=1;
else 
rempty<=empty_val;
end
endmodule
`timescale 1ns / 1ps
module full_w
#(parameter addr_size=4)
(
input wclk,wrst,winc,
input [addr_size:0] r_sync,
output reg wfull,
output reg [addr_size:0] wptr,
output [addr_size-1:0] waddr
);
reg [addr_size:0] wbin;
wire [addr_size:0] wbnext,wgnext;
assign waddr=wbin[addr_size-1:0];
assign wbnext=wbin+(winc&(~wfull));
assign wgnext=(wbnext>>1)^(wbnext);
assign full_val=(wgnext=={~r_sync[addr_size:addr_size-1],r_sync[addr_size-2:0]});
always @(posedge wclk)
begin
if(!wrst)
begin
wbin<=0;
wptr<=0;
end
else
begin
wbin<=wbnext;
wptr<=wgnext;
end
end
always @(posedge wclk)
begin
if(!wrst)
wfull<=0;
else 
wfull<=full_val;
end
endmodule
==> results.yml <==
# implementation run metrics
routing:
  vias_per_cell: 4.622
  post_drt_wl_per_cell_um: 17.35
  drc: 0
  ant_nets: 0
  drt_pass1_iterations: 14
  vias: 3120
  drtIter0Drc: 126
  insertedDiodeCount: 0
  wirelength_um: 11710
synthesis:
  synthArstFlopShare: 0
  ys_seq_frac: 0.7212
  syn_area_um2: 6773
  ff_type: "edfxtp_1"
  synth_warnings: 5
  ys_seq_elements: 176
  edf_count: 136
  syn_avg_cell_area_um2: 19.63
  ys_cells: 345
  ys_types: 35
  ys_area_um2: 6773
  yosys.area.top_type: "edfxtp_1"
  area_leaders: "edfxtp_1 (60%), dfxtp_1 (12%), mux4_1 (9.3%)"
  syn-instance-count: 345
  netlist.area_leader.share: 0.6030
global_routing:
  overflow: 0
  grt_use_total: 0.1105
  grt_max_degree: 35
  antenna_found_initial: 0
  grt_pass1_vias: 3298
  grt_pass1_wl_um: 18130
clock_network:
  post_cts_buffers: 0
  clkTransAtPathRegs_ns: 0.07
  hold_buffers: 0
  cts_resized: 0
  cts.sinks: 176
  cts_tree: "built"
die:
  fp_util: 0.3084
  core_um2: 21960
  fp.dieH_um: 152.3
  die_x_um: 152.3
  rows: 54
  die-area_um2: 23180
  ioPinCount: 24
worst_setup_path:
  crit_chain: "clkdlybuf4s50_1 -> nor2b_1 -> ha_1 -> ha_1 -> xor2_2 -> xnor2_1 -> nor4bb_1 -> a311oi_1 -> a211oi_1"
  critPathLaunchType: "input port"
  cp_slowest_cell: "clkdlybuf4s50_1"
  crit_top_cell: "ha_1"
  arrival_ns: 3.22
  path_max_fanout: 6
  path_class: "input port to flop"
  crit_family: "simple AND/OR/NAND/NOR gates"
  critPathBufInv: 1
  cpPeakStageDelay_ns: 0.45
  cp-end-kind: "flop"
  required_ns: 4.51
outcome:
  status: "complete, no violations"
final_timing:
  rsz0062_at_grt: "no"
  setup_viol: 0
  finClkSkew_ns: 0.007218
  worstMarginPinSlew_ns: 0.9459
  whs_ns: 0.2989
  setup_tns_ns: 0
  slew_headroom: 0.3671
  hold_viol: 0
  slew_violations: 0
pwr:
  p_per_area_nw_per_um2: 480.1
  p_leak_nw: 2.658
  p_total_mw: 3.849
  ir_worst_vdd_mv: 0.2436
cells_and_area:
  lay_top_count: "edfxtp_1"
  n_fill_cell: 1949
  final_area_um2: 8016
  areaGrowthSynthToFinish_pct: 18.36
  most-common-layout-cells: "edfxtp_1 (136), dfxtp_1 (39), and2_1 (34), clkbuf_16 (25), mux4_1 (24)"
  drive_gt1_frac: 0.1494
placed_design:
  place_area_um2: 7292
  portBuffers: 22
  dp_hpwl_um: 7490
  gp_congestion: 0.8273
job:
  warnings: 27
  drv_cap: 0
hold_path:
  holdCritPathClass: "flop to flop"
## sequential cells by signal (all words and copies together) (netlist names)
name	count
emp.rempty	1
w_sync_temp	5
r_sync	5
w_sync	5
ful.wfull	1
emp.rbin	4
r_data	8
ful.wbin	5
mem	128
r_sync_temp	5
emp.rptr	5
ful.wptr	4
## power breakdown
group	leakage, nW	internal (mW)	total [mW]	switching [mW]
clock	0.359	1.16	1.78	0.625
sequential	1.55	1.91	1.92	0.0175
combinational	0.746	0.0749	0.144	0.0692
total	2.66	3.14	3.85	0.711
## stage by stage
stage | setup slack, ns | cells | util
finish | 1.286 | 675 | 0.3651
global route | 1.077 | 675 | 0.3651
CTS | 1.277 | 675 | 0.3651
detailed placement | 0.8537 | 639 | 0.3321
global placement | 0.9484 | 639 | 0.3321
floorplan | 1.425 | 345 | -
## synth_stat cells (4+ instances only)
| cell type | instances |
|---|---|
| ha_1 | 5 |
| xnor2_1 | 4 |
| dfxtp_1 | 40 |
| nor2_1 | 14 |
| clkbuf_1 | 9 |
| edfxtp_1 | 136 |
| nor2b_1 | 9 |
| xor2_1 | 13 |
| nor3_1 | 6 |
| mux4_2 | 16 |
| and2_1 | 34 |
| mux4_1 | 24 |
| nand3_1 | 4 |
## final timing paths
| check | startpoint | end | slack (ns) | cells past startpoint |
|---|---|---|---|---|
| min in group clk0 | w_sync_temp[0] | w_sync[0] | 0.43 | 1 |
| worst max register to register | emp.rbin[0] | r_data[4] | 1.64 | 3 |
| worst min register to register | emp.rptr[3] | r_sync_temp[3] | 0.30 | 1 |
| max in group clk0 | rinc | emp.rempty | 1.43 | 9 |
| worst max-delay path | winc | ful.wfull | 1.29 | 9 |
| worst min-delay path | emp.rptr[3] | r_sync_temp[3] | 0.30 | 1 |
## layout make-up
cell class | instances | area, um2 | share of cell area
inverter | 1 | 3.754 | 0.0004682
timing repair buffer | 29 | 272.8 | 0.03403
clock buffer | 31 | 668.1 | 0.08335
multi-input combinational | 153 | 1779 | 0.2219
sequential | 176 | 4886 | 0.6095
clock inverter | 5 | 56.30 | 0.007024
tap | 280 | 350.3 | 0.04370
## per-layer routing
metal / vias to the layer above / global-route usage / part of all wire
met5: - / 0 / 0
met4: 0 / 0.01798 / 0.021
met3: 22 / 0.07940 / 0.13
met2: 142 / 0.1628 / 0.46
met1: 1516 / 0.1378 / 0.40
li1: 1440 / - / -
## worst register-to-register path, cell delays in order (launching register included)
cell	delay, ns
dfxtp_2	0.79
buf_4	0.37
mux4_1	0.63
mux4_2	0.51
## cells by family (layout without fill, tap and decap cells)
logic type | Yosys count | in the layout | synth area share
fa+ha+maj | 5 | 5 | 0.009237
compound gates | 7 | 7 | 0.006835
flops | 176 | 176 | 0.7212
xor+xnor | 20 | 20 | 0.03011
mux | 41 | 41 | 0.1478
buf+inv | 16 | 66 | 0.01607
simple gates | 80 | 80 | 0.06872
Power and IR drop assume default switching activity.
