==> design.v <==
`timescale 1ns / 1ps
module FIFO 
#(parameter data_width =32,parameter addr_width=4)
(input clk, 
input rd_en, 
input wr_en, 
input [data_width-1:0] data_in,  
input reset , 
output reg [data_width-1:0] data_out ,
output reg empty,
output reg full,
output reg [addr_width-1:0] data_counter 
);
reg [data_width-1:0] memory [2**addr_width-1:0]; 
reg [addr_width-1:0] rd_counter;
reg [addr_width-1:0] wr_counter;
reg add; 
reg sub; 
initial
begin
data_counter=0;
rd_counter=0;
wr_counter=0;
end
always @(posedge clk)
begin
     if(reset)
	  begin
	       rd_counter=0;
			 wr_counter=0;
			 full=0;
			 empty=1;
	  end
	  else if(rd_en)
	  begin
	       data_out=memory[rd_counter];
			 rd_counter=rd_counter+1;
			 data_counter=data_counter-1;
			 if(data_counter==0)
			 begin
			 empty=1'b1;
	       full=0;
			 end
			 else
			 begin
			 full=1'b0;
			 empty=0;
			 end
		end
	  else if((wr_en)&&(data_counter<(2**addr_width)))
	  begin
	       memory[wr_counter]=data_in;
			 wr_counter=wr_counter+1;
			 data_counter=data_counter+1;
			 if(data_counter==0)
			 begin
	       full=1'b1;
			 empty=0;
			 end
			 else
			 begin
			 full=1'b0;
			 empty=0;
			 end
	  	end
end
endmodule 
module testbench;
 reg clk;
 reg [31:0] data_in;
 reg rd_en;
 reg wr_en;
 reg reset;
 wire [31:0] data_out;
 wire empty;
 wire full;
 wire [3:0] data_counter;
 FIFO dut ( .clk(clk),.rd_en(rd_en),.wr_en(wr_en),.data_in(data_in),
 .reset(reset),.data_out(data_out),.empty(empty),.full(full),.data_counter(data_counter)
 );
 initial begin
  clk  = 1'b0;
  data_in  = 32'h0;
  rd_en  = 1'b0;
  wr_en  = 1'b0;
  reset  = 1'b1;
  #20;
  reset  = 1'b0;
  wr_en  = 1'b1;
  data_in  = 32'h0;
  #20;
  data_in  = 32'h1;
  #20;
 data_in  = 32'h2;
  #20;
  data_in  = 32'h3;
  #20;
  data_in  = 32'h4;
  #20;
  data_in =  32'h5;
  #20;
  data_in =  32'h6; 
  #20;
  data_in =  32'h7;  
  #20;
  wr_en = 1'b0;
  rd_en = 1'b1;  
 end 
   always #10 clk = ~clk;    
endmodule 
==> run.sh <==
#!/bin/bash
# OpenROAD 26Q1-2900-gdf79404cd8, Yosys 0.63+post, stock flow scripts
make -C /OpenROAD-flow-scripts/flow DESIGN_CONFIG=/design/flow/config.mk WORK_HOME=/design/flow/orfs finish
==> config.mk <==
export PLATFORM = sky130hd
export DESIGN_NAME = FIFO
export DESIGN_NICKNAME = FIFO
export VERILOG_FILES = /design/flow/design.v
export SDC_FILE = /design/flow/constraint.sdc
export NUM_CORES = 4
export LEC_CHECK = 1
export CORE_UTILIZATION = 50
==> constraint.sdc <==
current_design FIFO

set clk_period 18.6
set clk_io_pct 0.2

create_clock -name clk0 -period $clk_period [get_ports {clk}]

set non_clock_inputs [all_inputs -no_clocks]
set_input_delay [expr $clk_period * $clk_io_pct] -clock clk0 $non_clock_inputs
set_output_delay [expr $clk_period * $clk_io_pct] -clock clk0 [all_outputs]
==> CHANGELOG.md <==
### Changed

- Outcome: finished, final reports clean
- Drt first-iter violations: 509
- Final hold viol count: 0
- Vias in the first global route: 10600
- Core Util at FP: between 50% and 60%
- Switch share: between 20% and 30%
- Final antenna-violating net count: 0
- Antenna violations before repair: 0
- First-pass GRT wire length: between 60 and 70 mm
- Syn avg cell area: between 20 and 25 um2
- Clk latency late pin: 0.59 ns
- Top area cell types: edfxtp_1 79%, mux4_2 14%, a22oi_1 2.3%, dfxtp_1 0.96%, nand2_1 0.70%
- Max-slew violations: 0
- Sequential share of power: between 50% and 60%
- Die Y: 207 um
- Setup-failing EPs final: 0
- Clk pwr share: between 40% and 50%
- Clk slew on worst S/H paths: 0.06 ns
- Clock Path Buffers: 3
- Flip-flops with a built-in enable: 548
- Max Fclk: 0.162 GHz
- Critical path endpoint category: register
- P_sw: 516 uW
- Slowest stage cell on the critical path: clkdlybuf4s50_1
- Hold crit path type: register to register
- P&R area growth vs syn: 15.4%
- Tmin final: 6.16 ns
- Commonest cells post-synth: 548 x edfxtp_1, 128 x mux4_2, 64 x a22oi_1, 39 x nand2_1, 30 x clkbuf_1
- Pleak: 7.47 nW
- Chip width: 207 um
- Row cnt: ~74
- Input/output buffers: 73
- Drt total wl: between 40 and 50 mm
- Period utilization: 33.1%
- Diode count: 0
- CP Class: input port to register
- Tot Pwr: 2.58 mW
- Grt ovf: 0
- Total Neg Setup Slack: 0 ns
- Critical path buffers and inverters: 2
- Routed len/inst: 25.6 um
- Final core utilization: 58.8%
- Worst slew pin tran: 0.723 ns
- Hold_buf cts: 0
- DRC Markers: 0
- Flops after synth: roughly 560
- Cell Area, Synth: approximately 21000 um2
- Largest net degree at the start of global routing: 44
- Critical Path Fanout Max: 19
- Layout cells sized above 1: 24.0%
- Tool Warnings: 30
- Cells along the critical path: clkdlybuf4s50_1, nor3b_1, nand2_1, nor2_4, buf_4
- PD cells: 107 nW/um2
- Peak VDD IR: approximately 0.000085 V
- Ys async rst share: 0%
- Worst endpoint required time: around 19 ns
- Num CTS Buffers: approximately 56
- Via count: 9331
- Post-DP HPWL: 23.0 mm
- RSZ-0062 raised after global routing: no
- Worst Setup Start Kind: input port
- Power Internal: 2.06 mW
- Final Skew: 0.0145 ns
- Rel. slew slack: 51.7%
- Largest delay share family, worst path: simple AND/OR/NAND/NOR gates
- Max cap viols: 0
- Cell type with the largest total area: edfxtp_1
- YS chip area: 20900 um2
- Post-Syn Instances: 916
- Logic pwr share: roughly 5.5%
- Drt via density: between 5 and 6
- Yosys top cell area share: 78.7%
- Count leader, synth: edfxtp_1
- Unique cell types: 33
- Sink Count: 558
- Crit path DAT: 6.42 ns
- Setup Buffers After CTS: 0
- Post-synth seq share: 79.6%
- Core Box Area: a little over 40000 um2
- Gr usage total: between 20% and 30%
- H-tree Lvls: 2
- Ys cells: 916
- Cts repair resizes: 0
- CTS tree: done
- Ys flop type: edfxtp_1
- DR pass1 iterations: 22
- Top Ports: 74
- Gpl congestion: 0.784
- Synth warn: 1
- Max incr delay on CP: 0.70 ns
- Clk Tree Root Cell: clkbuf_16
- Chip Area: 42700 um2
[cells in the final DEF, fill, tap and decap left out, types with 8 or more instances in the layout]
cell type and count:
nor2_1 10, nand2_1 39, edfxtp_1 548, buf_4 32, clkinv_2 10, clkinv_1 10
ha_1 8, dfxtp_1 8, a22oi_1 64, clkdlybuf4s50_1 73, clkbuf_16 57, clkbuf_1 16
nor2_4 13, mux4_2 128
[stage by stage]
stage / worst slack (ns) / hold WS [ns] / area [um2] / instances
6_report: 12.44 / 0.483 / 24100 / 1605
5_1_grt: 12.23 / 0.501 / 24100 / 1605
4_1_cts: 12.46 / 0.480 / 24100 / 1605
3_5_place_dp: 11.84 / 0.466 / 22500 / 1505
3_3_place_gp: 11.84 / 0.461 / 22500 / 1505
2_1_floorplan: 11.71 / 0.409 / 20900 / 916
[tightest hold or removal path, delay by kind of cell, from the launching register on]
kind / cells / cell delay (ns)
compound gates: 2 / 0.12
flops: 1 / 0.33
[cells by family (layout without fill, tap and decap cells)]
kind of cell,count (synthesis),in the layout,synth area share (%)
muxes,131,131,13.9
adders and majority gates,8,8,0.479
AOI/OAI and AO/OA,74,74,2.58
xor gates and xnor gates,8,8,0.335
and+or+nand+nor,84,84,1.78
buffers and inverters,53,210,1.26
DFF,558,558,79.6
[metal layers]
metal / routed length (um) / global-route usage (%) / up-vias
li1: - / - / 4099
met1: 14500 / 34.4 / 4660
met2: 20500 / 34.2 / 520
met3: 5400 / 14.5 / 50
met4: 576 / 3.20 / 2
met5: 49 / 1.04 / -
[path summary, 6_finish.rpt]
| kind | startpoint | end | cells past startpoint | slack (ns) |
|---|---|---|---|---|
| worst min-delay path | empty | empty | 2 | 0.48 |
| worst min register to register | empty | empty | 2 | 0.48 |
| worst max register to register | rd_counter[0] | data_out[18] | 5 | 15.52 |
| worst max-delay path | rd_en | memory[4][22] | 5 | 12.44 |
[state kept, by name (all words and copies together), names as in the netlist]
signal and flops:
memory 512, data_counter 4, wr_counter 4, empty 1, rd_counter 4, full 1, data_out 32
[final cells by class]
class	count	area [um2]
flip-flops and latches	558	16700
fillers	2874	16900
repair buffers	105	971
clock inverters	25	170
clock buffers	75	1510
well taps	532	666
inverters	5	18.8
multi-input cells	305	4140
[power by group through the flow]
stage,registers [mW],clock network [mW],logic [mW]
4_1_cts,1.40,1.06,0.146
5_1_grt,1.40,1.11,0.156
6_report,1.40,1.03,0.141
Power is estimated from default activity; no workload was simulated.
